--- run.sh ---
#!/bin/bash
# OpenROAD 26Q1-2900-gdf79404cd8, Yosys 0.63+post, stock flow scripts
make -C /OpenROAD-flow-scripts/flow DESIGN_CONFIG=/design/flow/config.mk WORK_HOME=/design/flow/orfs finish
--- config.mk ---
export PLATFORM = sky130hd
export DESIGN_NAME = piped
export DESIGN_NICKNAME = piped
export VERILOG_FILES = /design/flow/design.v
export SDC_FILE = /design/flow/constraint.sdc
export NUM_CORES = 4
export LEC_CHECK = 1
export CORE_AREA = 10 10 91 91
export DIE_AREA = 0 0 101 101
--- constraint.sdc ---
current_design piped

set clk_period 1.0
set clk_io_pct 0.2

create_clock -name clk0 -period $clk_period [get_ports {clk}]

set non_clock_inputs [all_inputs -no_clocks]
set_input_delay [expr $clk_period * $clk_io_pct] -clock clk0 $non_clock_inputs
set_output_delay [expr $clk_period * $clk_io_pct] -clock clk0 [all_outputs]
--- design.v ---
 module dff(d , clk , q);
	input d , clk;
	output q;
	reg q;
	initial begin
		q = 0;
	end
	always @(posedge(clk))
		q<=d;
endmodule
module piped(a , clk , b);
	input[31:0] a;
	input clk;
	output[31:0] b;
	wire[31:0] b;
	dff d0( a[0] , clk , b[0]);
	dff d1( a[1] , clk , b[1]);
	dff d2( a[2] , clk , b[2]);
	dff d3( a[3] , clk , b[3]);
	dff d4( a[4] , clk , b[4]);
	dff d5( a[5] , clk , b[5]);
	dff d6( a[6] , clk , b[6]);
	dff d7( a[7] , clk , b[7]);
	dff d8( a[8] , clk , b[8]);
	dff d9( a[9] , clk , b[9]);
	dff d10(a[10] , clk , b[10]);
	dff d11(a[11] , clk , b[11]);
	dff d12(a[12] , clk , b[12]);
	dff d13(a[13] , clk , b[13]);
	dff d14(a[14] , clk , b[14]);
	dff d15(a[15] , clk , b[15]);
	dff d16(a[16] , clk , b[16]);
	dff d17(a[17] , clk , b[17]);
	dff d18(a[18] , clk , b[18]);
	dff d19(a[19] , clk , b[19]);
	dff d20(a[20] , clk , b[20]);
	dff d21(a[21] , clk , b[21]);
	dff d22(a[22] , clk , b[22]);
	dff d23(a[23] , clk , b[23]);
	dff d24(a[24] , clk , b[24]);
	dff d25(a[25] , clk , b[25]);
	dff d26(a[26] , clk , b[26]);
	dff d27(a[27] , clk , b[27]);
	dff d28(a[28] , clk , b[28]);
	dff d29(a[29] , clk , b[29]);
	dff d30(a[30] , clk , b[30]);
	dff d31(a[31] , clk , b[31]);
endmodule  
==> results.cfg <==
; generated from flow reports
[final_layout]
utilization = 0.218
logic_gate_count = 0
fillCellCount = 667
syn_to_final_growth_pct = 57.1
drive_above_1_share = 0.327
logic_area_sq_um = 0
final_area_sq_um = 1380

[routing]
wl_um = 2230
drtPass1Iterations = 2
drtAntennaViolNets = 0
drc = 0
vias_per_cell = 2.72
antennaDiodeCount = 0
drt-initial-drc-count = 4
wl_per_cell_um = 12.3
vias = 493

[setup_path]
cp.arrival_ps = 760
startpoint_type = register
worstSetupEndpointType = output port
path_buffers = 1
critPathMaxStageDelay_ps = 300
cp_data_required_time_ps = 800
crit_type = reg2out
critPathMaxFanout = 1
crit_chain = clkdlybuf4s15_1
crit_slowest_cell = dfxtp_1
crit_family = flip-flops

[timing]
setup_ws_ps = 42.8
whs_ps = 353
max_slew_margin = 0.960
clock.fmax_mhz = 1040
fin_crit_ps = 957
final-setup-viol-count = 0
finalHoldViolCount = 0
slew_viol_final = 0
rsz0062_at_grt = false
worst_pin_slew_ps = 60.3
finalCritPeriodShare = 0.957

[global_routing]
grt_pass1_vias = 533
grtUsageTotal = 0.0407
grt_pass1_wl_um = 3140
grt_max_degree = 10
antenna_found_initial = 0
grt-ovfl-total = 0

[hold_path]
worstHoldPathType = in2reg

[placed_design]
gp_congestion = 0.612
hpwl_um = 1840
pre_cts_ws_ps = -4.71
io_buffers = 64
postPlaceCellArea_sq_um = 1380

[die]
pin_count = 65
row_count = 29
die_y_um = 101
fp-utilization = 0.139
coreArea_sq_um = 6350
chipWidth_um = 101
die_area_sq_um = 10200

[outcome]
outcome = finished, final reports clean

[logic_synthesis]
common_cells = buf_4, dfxtp_1
yosysSeqAreaShare = 0.727
ys.flop_type = dfxtp_1
ys_cells = 64
yosys-stat-area_sq_um = 881
yosys_warnings = 1
synth-async-reset-ratio = 0
yosys-top-cells-area = dfxtp_1, buf_4
synth_flops = 32
ys_types = 2
top_area_cell = dfxtp_1
avgSynthCellArea_sq_um = 13.8
syn_inst = 64
edf_count = 0
top_cell_area_share = 0.727
synth_area_sq_um = 881

[clocking]
cts.clk_slew.worst_paths_ps = 60
cts_sinks = 32
cts_buffer_depth = 2
cts_root_buf = clkbuf_8
htree_levels = 2
cts_buffers = 5
cts_tree = built
ctsHoldBuffers = 0

[flow_run]
warning_count = 25
drv_cap = 0

[pwr]
power_density_nw_per_um2 = 1850
p_leak_nw = 0.578
peakVddDrop_mv = 0.482
finalPower_mw = 2.56
where the power goes:
part	switching, mW	internal [mW]	leakage (nW)
sequential	0.0151	1.35	0.270
clock	0.452	0.561	0.0455
combinational	0.0267	0.162	0.263
total	0.494	2.07	0.578
metal layers:
| layer | vias up | global-route usage | part of all wire |
|---|---|---|---|
| met4 | 0 | 0.0129 | 0.033 |
| met3 | 5 | 0.0249 | 0.12 |
| met5 | - | 0 | 0 |
| li1 | 237 | - | - |
| met2 | 32 | 0.0713 | 0.52 |
| met1 | 219 | 0.0383 | 0.33 |
final cells by class:
type                  count  area [sq um]  share of cell area
clock buffer              8          90.1              0.0651
sequential               32           652               0.471
timing repair buffer     64           546               0.394
tap                      77          96.3              0.0696
cells by family (layout without fill, tap and decap cells):
| logic type | count (synthesis) | count (layout) | share of synthesized area |
|---|---|---|---|
| DFF | 32 | 32 | 0.727 |
| buffers and inverters | 32 | 72 | 0.273 |
placed cells by master (no fill, tap or decap):
master,synthesis,final
buf_2,0,3
clkbuf_1,0,2
clkbuf_2,0,16
clkbuf_8,0,6
clkdlybuf4s15_1,0,13
clkdlybuf4s50_1,0,32
dfxtp_1,32,23
dfxtp_2,0,9
metrics by stage:
step | setup TNS (ps) | std cells
final | 0 | 181
after global routing | 0 | 181
after CTS | 0 | 181
after detailed placement | -7.78 | 173
after global placement | -3.80 | 173
after floorplan | 0 | 64
worst paths after layout:
path,start,end,slack (ps),cells after the start
setup / recovery,d0.q,b[0],40,1
hold / removal,a[3],d3.q,350,1
repair_timing:
action                     CTS  global route
buffers inserted             0             0
setup endpoints to repair   32            16
hold endpoints to repair     0             0
resized                     71            24
Power figures rest on the tool's default switching activity, not on a simulated workload.
